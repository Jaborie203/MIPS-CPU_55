$ cat ./run.sh
#!/bin/bash
# OpenROAD 26Q1-2900-gdf79404cd8, Yosys 0.63+post, stock flow scripts
make -C /OpenROAD-flow-scripts/flow DESIGN_CONFIG=/design/flow/config.mk WORK_HOME=/design/flow/orfs finish
$ cat ./config.mk
export PLATFORM = sky130hd
export DESIGN_NAME = fun
export DESIGN_NICKNAME = fun
export VERILOG_FILES = /design/flow/design.v
export SDC_FILE = /design/flow/constraint.sdc
export NUM_CORES = 4
export LEC_CHECK = 1
export CORE_UTILIZATION = 40
$ cat ./constraint.sdc
current_design fun

set clk_period 24.1
set clk_io_pct 0.2

create_clock -name clk0 -period $clk_period [get_ports {clk}]

set non_clock_inputs [all_inputs -no_clocks]
set_input_delay [expr $clk_period * $clk_io_pct] -clock clk0 $non_clock_inputs
set_output_delay [expr $clk_period * $clk_io_pct] -clock clk0 [all_outputs]
$ cat ./design.v
`timescale 1ns / 1ps
module divu(a,b,start,clock,resetn,q,r,busy);
	input [31:0]a,b;
	input start,clock,resetn;
	output busy;
	output [31:0]q,r;
	reg [31:0]reg_q;
	reg [31:0]reg_r;
	reg [31:0]reg_b;
	reg [4:0]count;
	reg busy,r_sign;
	wire [32:0] sub_add=r_sign?{reg_r,q[31]}+{1'b0,reg_b}:{reg_r,q[31]}-{1'b0,reg_b};
	always@(posedge clock or posedge resetn)
	begin
		if(resetn)
		begin
			count<=5'b0;
			busy<=0;
		end
		else 
		begin
			if(start)
			begin
				reg_r<=32'b0;
				r_sign<=0;
				reg_q<=a;
				reg_b<=b;
				count<=5'b0;
				busy<=1'b1;
			end
			else if(busy)
			begin
				reg_r <= sub_add[31:0];
				r_sign <= sub_add[32];
				reg_q <= {reg_q[30:0],~sub_add[32]};
				count <= count+5'b1;
				if(count==5'b11111) busy<=0;
			end
		end
	end
	assign r=r_sign?reg_r+reg_b:reg_r;
	assign q=reg_q;
endmodule
`timescale 1ns / 1ps
module fun(clk,func,start,resetn,a,b,hi,lo,busy);
	input clk,start,resetn;
	input [1:0]func;
	input [31:0]a,b;
	output [31:0]hi,lo;
	output reg busy;
	reg [31:0]hi_temp,lo_temp;
	wire [63:0]result_m1,result_m2;
	wire [31:0]q_d1,r_d1,q_d2,r_d2;
	wire busy_m1,busy_m2,busy_d1,busy_d2;
	assign hi=hi_temp;
	assign lo=lo_temp;
	multu m1(a, b,start,clk,resetn,result_m1, busy_m1);
	mult m2(a, b, result_m2,busy_m2);
	divu d1(a,b,start,clk,resetn,q_d1,r_d1,busy_d1);
	div d2(a,b,start,clk,resetn,q_d2,r_d2,busy_d2);
	always@(posedge clk)
	begin
		case(func)
		2'b00:
		begin
			busy<=busy_m1;
			hi_temp<=result_m1[63:32];
			lo_temp<=result_m1[31:0];
		end
		2'b01:
		begin
			busy<=busy_m2;
			hi_temp<=result_m2[63:32];
			lo_temp<=result_m2[31:0];
		end
		2'b10:
		begin
			busy<=busy_d1;
			hi_temp<=r_d1;
			lo_temp<=q_d1;
		end
		2'b11:
		begin
			busy<=busy_d2;
			hi_temp<=r_d2;
			lo_temp<=q_d2;
		end
		default: ;
		endcase
	end
endmodule
`timescale 1ns / 1ps
module mult(a,b,z,busy);
	input [31:0]a,b;
	output busy;
	output [63:0]z;
	reg [31:0]a_bi[31:0];
	assign busy=1'b0;
	integer i,j;
	always@(*)
	begin
		for(i=0;i<31;i=i+1)
			for(j=0;j<31;j=j+1)
				a_bi[i][j]=a[i]&b[j];
		for(i=0;i<31;i=i+1)
			a_bi[i][31]=~(a[i]&b[31]);
		for(j=0;j<31;j=j+1)
			a_bi[31][j]=~(a[31]&b[j]);
		a_bi[31][31]=a[31]&b[31];
	end
	assign z = (((({32'b1,a_bi[0][31],a_bi[0][30:0]}+
					 {31'b0,a_bi[1][31],a_bi[1][30:0],1'b0})+
					({30'b0,a_bi[2][31],a_bi[2][30:0],2'b0}+
					 {29'b0,a_bi[3][31],a_bi[3][30:0],3'b0}))+
				  (({28'b0,a_bi[4][31],a_bi[4][30:0],4'b0}+
					 {27'b0,a_bi[5][31],a_bi[5][30:0],5'b0})+
					({26'b0,a_bi[6][31],a_bi[6][30:0],6'b0}+
					 {25'b0,a_bi[7][31],a_bi[7][30:0],7'b0})))+
				  ((({24'b0,a_bi[8][31],a_bi[8][30:0],8'b0}+
					 {23'b0,a_bi[9][31],a_bi[9][30:0],9'b0})+
					({22'b0,a_bi[10][31],a_bi[10][30:0],10'b0}+
					 {21'b0,a_bi[11][31],a_bi[11][30:0],11'b0}))+
				  (({20'b0,a_bi[12][31],a_bi[12][30:0],12'b0}+
					 {19'b0,a_bi[13][31],a_bi[13][30:0],13'b0})+
					({18'b0,a_bi[14][31],a_bi[14][30:0],14'b0}+
					 {17'b0,a_bi[15][31],a_bi[15][30:0],15'b0}))))+
				  (((({16'b0,a_bi[16][31],a_bi[16][30:0],16'b0}+
					 {15'b0,a_bi[17][31],a_bi[17][30:0],17'b0})+
					({14'b0,a_bi[18][31],a_bi[18][30:0],18'b0}+
					 {13'b0,a_bi[19][31],a_bi[19][30:0],19'b0}))+
				  (({12'b0,a_bi[20][31],a_bi[20][30:0],20'b0}+
					 {11'b0,a_bi[21][31],a_bi[21][30:0],21'b0})+
					({10'b0,a_bi[22][31],a_bi[22][30:0],22'b0}+
					 {9'b0,a_bi[23][31],a_bi[23][30:0],23'b0})))+
				  ((({8'b0,a_bi[24][31],a_bi[24][30:0],24'b0}+
					 {7'b0,a_bi[25][31],a_bi[25][30:0],25'b0})+
					({6'b0,a_bi[26][31],a_bi[26][30:0],26'b0}+
					 {5'b0,a_bi[27][31],a_bi[27][30:0],27'b0}))+
				  (({4'b0,a_bi[28][31],a_bi[28][30:0],28'b0}+
					 {3'b0,a_bi[29][31],a_bi[29][30:0],29'b0})+
					({2'b0,a_bi[30][31],a_bi[30][30:0],30'b0}+
					 {1'b1,a_bi[31][31],a_bi[31][30:0],31'b0}))));
endmodule
`timescale 1ns / 1ps
module multu(a, b, start, clk, resetn, result, busy);
    input clk,start,resetn;
    input [31:0] a, b;
	 output reg busy;
    output [63:0] result;
    reg [4:0] count = 0;
    reg [63:0] P, T;
    reg [31:0] b_reg;
	 assign result=P;
    always @(posedge clk or posedge resetn) 
	 begin
		if(resetn)
		begin
			count<=0;
			busy<=0;
		end
		else
		begin
			if(start)
			begin
				P <= 0;
            b_reg <= b;
            T <= {{32{1'b0}}, a};
				busy<=1;
			end
			else if(busy)
			begin
				if(b_reg[0] == 1'b1)
					P <= P + T;
            else
               P <= P;
            b_reg <= b_reg >> 1;
            T <= T << 1;
            count <= count + 1;
				if(count==5'b11111) busy<=0;				
			end
		end
    end
endmodule
`timescale 1ns / 1ps
module div(a,b,start,clock,resetn,q,r,busy);
	input [31:0]a,b;
	input start,clock,resetn;
	output busy;
	output [31:0]q,r;
	reg [31:0]reg_q;
	reg [31:0]reg_r;
	reg [31:0]reg_b;
	reg [4:0]count;
	reg busy,r_sign,sign;
	always@(posedge clock or negedge resetn)
	begin
		if(resetn==0)
		begin
			count<=5'b0;
			busy<=0;
		end
		else 
		begin
			if(start)
			begin
				reg_r<=32'b0;
				r_sign<=a[31];
				sign<=a[31]^b[31];
				reg_q<=a;
				reg_b<=b;
				count<=5'b0;
				busy<=1'b1;
			end
			else if(busy)
			begin
				reg_r <= sub_add[31:0];
				r_sign <= sub_add[32];
				reg_q[31:1] <= reg_q[30:0];
				reg_q[0]<=~sub_add[32];
				count <= count+5'b1;
				if(count==5'b11111) busy<=0;
			end
		end
	end
	wire op_add=r_sign^reg_b[31];
	wire [32:0] sub_add=op_add?{reg_r,reg_q[31]}+{reg_b[31],reg_b}:{reg_r,reg_q[31]}-{reg_b[31],reg_b};
	assign r=r_sign?reg_r+reg_b:reg_r;
	assign q=sign?~reg_q+1:reg_q;
endmodule
==> impl_metrics.py <==
# Metrics from the implementation run
metrics = {
    "floorplan": {
        "die_height_um": 428,
        "design.portCount": 134,
        "fp_util": 0.404,
        "floorplan.die.width_um": 428,
        "fp.coreArea_um2": 179000,
        "chip_area_um2": 183000,
        "core.rowCount": 155,
    },
    "timing": {
        "setup-tns-final_ns": 0,
        "finalHoldViolations": 0,
        "period_used_share": 0.630,
        "final.setup_skew_ns": 0.0401,
        "whs_ns": 0.478,
        "rsz0062_at_grt": "false",
        "worst_pin_slew_ns": 1.05,
        "finalCriticalPeriod_ns": 15.19,
        "maxSlewViolCount": 0,
        "setup_violations": 0,
        "relSlewSlack": 0.283,
        "max_fclk_ghz": 0.0658,
    },
    "setup_path": {
        "timing.critical_path.slowest_cell_delay_ns": 0.97,
        "critical_path_required_ns": 24.60,
        "r2r_slack_ns": 17.60,
        "cp_max_fo": 35,
        "depth_of_the_worst_register_to_register_path": 19,
        "worst_setup_path_end_kind": "flip-flop",
        "crit_cells": 38,
        "path_common_cell": "sky130_fd_sc_hd__fa_1",
        "worst_setup_path_startpoint": "b[1]",
        "critical_path.startpoint_type": "input port",
        "critical-path-slowest-cell": "sky130_fd_sc_hd__a2111oi_0",
        "regToRegStartpoint": "d2.reg_b[2]",
        "critPathCapture": "hi_temp[18]",
        "critPathTopFamily": "adder cells",
        "timing.rr.end": "d2.r_sign",
        "crit_type": "in2reg",
        "path_buffers": 7,
        "worstPathArrival_ns": 15.69,
    },
    "logic_synthesis": {
        "yosysWarningCount": 6,
        "ys_async_sr_fraction": 0.0411,
        "netlist_area_um2": 72500,
        "ys_seq_frac": 0.171,
        "synth_cell_type_count": 88,
        "most_frequently_used_flop_master_after_synthesis": "sky130_fd_sc_hd__edfxtp_1",
        "postSynthAreaPerCell_um2": 8.57,
        "number_of_synthesized_flops_with_an_enable_pin": 355,
        "synth-cells-yosys": 8458,
        "ys_area_um2": 72500,
        "postSynthCellCount": 8458,
        "synth.ff_latch_count": 438,
    },
    "flow_run": {
        "warning_count": 25,
        "max_cap_viol_count": 0,
    },
    "final_layout": {
        "synthToLayoutAreaGrowth_pct": 7.43,
        "final_layout_size_suffix_gt1_frac": 0.0440,
        "final_core_utilization": 0.435,
        "number_of_fillers_in_the_final_layout": 17400,
        "final-comb-area_um2": 56100,
        "layout_top_registers": "m1.P (64), m1.T (64)",
        "seqCellArea_um2": 12400,
    },
    "route": {
        "drcViolationCount": 0,
        "vias_per_cell": 5.58,
        "initialDrtViolationCount": 4099,
        "antenna_violating_nets_post_route": 0,
        "first_pass_iters": 5,
        "dr_total_vias": 60400,
        "routedWlPerCell_um": 21.3,
        "routed_wirelength_mm": 231,
    },
    "clock_network": {
        "clkTransAtPathRegs_ns": 0.06,
        "post_cts.resized_instances": 0,
        "latency_at_later_pin_ns": 0.63,
        "h_tree_level_count": 2,
        "cts.sinks": 438,
        "post-cts-setup-buffer-count": 0,
        "clockRootBuffer": "sky130_fd_sc_hd__clkbuf_16",
        "cts-root-to-sink-buffers": 3,
        "cts.hold.buffers_added": 0,
        "tritoncts": "built",
        "cts-buffers-inserted": 46,
    },
    "global_route": {
        "first_global_vias": 59900,
        "antenna_violations_before_repair": 12,
        "grt.total_usage": 0.265,
        "globalRouteOverflowTotal": 0,
        "grt_max_degree": 75,
        "grt_pass1_wl_mm": 356,
    },
    "run_status": {
        "outcome": "finished clean",
    },
    "placed_design": {
        "post-dp-hpwl_mm": 186,
        "gp_congestion": 0.985,
        "place.port_buffers": 133,
    },
    "worst_hold_path": {
        "worstHoldPathType": "reg2reg",
    },
}
layout by cell type (no fill, tap or decap), drive strengths merged, types with 105 or more instances in the layout:
cell and count:
fa 473, nor2b 124, xor2 293, a21o 354, nor2 502, edfxtp 355, a21oi 642, nand2 441
ha 862, xnor2 432, inv 752, clkdlybuf4s50 105, and2 980, buf 131, o21ai 468
per-layer routing:
| metal | wire (um) | track usage |
|---|---|---|
| met5 | 33 | 0 |
| met1 | 103000 | 0.386 |
| met4 | 6790 | 0.0620 |
| met3 | 25000 | 0.105 |
| met2 | 95800 | 0.380 |
worst reg2reg max path, cell delays in order (launching register included):
cell	delay, ns
sky130_fd_sc_hd__edfxtp_1	0.49
sky130_fd_sc_hd__nor4_1	0.46
sky130_fd_sc_hd__nand2_1	0.14
sky130_fd_sc_hd__nor2_1	0.24
sky130_fd_sc_hd__nand3b_1	0.14
sky130_fd_sc_hd__nor3_1	0.43
sky130_fd_sc_hd__nor2_1	0.11
sky130_fd_sc_hd__xnor2_1	0.15
sky130_fd_sc_hd__ha_1	0.34
sky130_fd_sc_hd__a21o_1	0.23
sky130_fd_sc_hd__a2111oi_0	0.47
sky130_fd_sc_hd__o211ai_1	0.26
sky130_fd_sc_hd__a31oi_1	0.52
sky130_fd_sc_hd__o31ai_1	0.25
sky130_fd_sc_hd__a211o_1	0.37
sky130_fd_sc_hd__a21boi_0	0.42
sky130_fd_sc_hd__o21ai_0	0.22
sky130_fd_sc_hd__xnor2_1	0.45
sky130_fd_sc_hd__nand2_1	0.36
sky130_fd_sc_hd__o21a_1	0.21
Yosys cell counts, types with 72 or more instances:
master | instances | area (um^2)
sky130_fd_sc_hd__nand2b_1 | 102 | 638
sky130_fd_sc_hd__o21bai_1 | 101 | 758
sky130_fd_sc_hd__and2_1 | 978 | 6120
sky130_fd_sc_hd__clkbuf_1 | 294 | 1100
sky130_fd_sc_hd__o21a_1 | 96 | 721
sky130_fd_sc_hd__a21oi_1 | 642 | 3210
sky130_fd_sc_hd__fa_1 | 473 | 9470
sky130_fd_sc_hd__nor2b_1 | 124 | 776
sky130_fd_sc_hd__edfxtp_1 | 355 | 10700
sky130_fd_sc_hd__xnor2_1 | 432 | 3780
sky130_fd_sc_hd__nor3_1 | 96 | 480
sky130_fd_sc_hd__nand3_1 | 99 | 495
sky130_fd_sc_hd__ha_1 | 862 | 10800
sky130_fd_sc_hd__nand2_1 | 441 | 1660
sky130_fd_sc_hd__a31oi_1 | 72 | 450
sky130_fd_sc_hd__xor2_1 | 293 | 2570
sky130_fd_sc_hd__nor2_1 | 502 | 1880
sky130_fd_sc_hd__inv_1 | 748 | 2810
sky130_fd_sc_hd__o21ai_0 | 464 | 2320
sky130_fd_sc_hd__a21o_1 | 354 | 2660
cells by family (layout without fill, tap and decap cells):
| family | after synthesis | in the layout | share of synthesized area |
|---|---|---|---|
| AND/OR/NAND/NOR | 2610 | 2610 | 0.191 |
| AND-OR/OR-AND | 2164 | 2164 | 0.190 |
| adder cells (fa/ha/maj) | 1335 | 1335 | 0.279 |
| buffers and inverters | 1066 | 1072 | 0.0552 |
| XOR/XNOR | 725 | 725 | 0.0876 |
| flip-flops | 438 | 438 | 0.171 |
| multiplexers | 120 | 120 | 0.0251 |
| other | 0 | 3 | 0 |
cell type report:
cell class,instances,share of cell area
Multi-Input combinational cell,6954,0.721
Sequential cell,438,0.159
Tap cell,2355,0.0378
Inverter,748,0.0361
Timing Repair Buffer,238,0.0258
Clock buffer,58,0.0161
Clock inverter,28,0.00400
Antenna cell,3,0.0000964
worst min path at each step:
stage	cells past startpoint	slack [ns]	end	startpoint
finish	1	0.48	m1.count[3]	m1.count[3]
global route	1	0.52	m1.count[0]	m1.count[0]
CTS	1	0.49	m1.count[3]	m1.count[3]
stage by stage:
| step | std cells | setup slack [ns] | area, um^2 |
|---|---|---|---|
| 2_1_floorplan | 8458 | 10.53 | 72500 |
| 3_3_place_gp | 10700 | 8.39 | 76300 |
| 3_5_place_dp | 10700 | 8.32 | 76300 |
| 4_1_cts | 10800 | 8.95 | 77900 |
| 5_1_grt | 10800 | 8.32 | 77900 |
| 6_report | 10800 | 8.91 | 77900 |
